==> flow/design.v <==
`timescale 1ns/1ns
module registerfile32 (input clk,
                    input we, 
                    input reset,
                    input [4:0] ra1,
                    input [4:0] ra2,
                    input [4:0] wa,
                    input [31:0] wd,
                    output [31:0] rd1, 
                    output [31:0] rd2); 
	reg [31:0] register [31:0];
	assign rd1 = register[ra1];
	assign rd2 = register[ra2];
	integer i;
	initial begin
		for (i = 1; i < 32; i = i+1) begin
			 register[i] <= 32'd0;
		end
	end
	always @(posedge clk)
	begin
		register[0] = 0;
		if(reset) 
			for(i = 0; i < 32; i = i + 1)
				register[i] = 32'd0;
		else if (we)
			if(wa != 0) register[wa] = wd;
	end
endmodule
==> flow/run.sh <==
#!/bin/bash
# OpenROAD 26Q1-2900-gdf79404cd8, Yosys 0.63+post, stock flow scripts
make -C /OpenROAD-flow-scripts/flow DESIGN_CONFIG=/design/flow/config.mk WORK_HOME=/design/flow/orfs finish
==> flow/config.mk <==
export PLATFORM = sky130hd
export DESIGN_NAME = registerfile32
export DESIGN_NICKNAME = registerfile32
export VERILOG_FILES = /design/flow/design.v
export SDC_FILE = /design/flow/constraint.sdc
export NUM_CORES = 4
export LEC_CHECK = 1
export CORE_UTILIZATION = 40
==> flow/constraint.sdc <==
current_design registerfile32

set clk_period 15.8
set clk_io_pct 0.2

create_clock -name clk0 -period $clk_period [get_ports {clk}]

set non_clock_inputs [all_inputs -no_clocks]
set_input_delay [expr $clk_period * $clk_io_pct] -clock clk0 $non_clock_inputs
set_output_delay [expr $clk_period * $clk_io_pct] -clock clk0 [all_outputs]
==> GITHUB_STEP_SUMMARY <==
### Yosys + OpenROAD results

| Metric | Value |
|---|---|
| Outcome | finished, final reports clean |
| WL per Instance | 30.04 um |
| Comb. cell area | 23,310 um2 |
| Largest net degree at the start of global routing | 93 |
| Final wirelength | 194.0 mm |
| Utilization after layout | 0.4486 |
| H-tree depth | 3 |
| I/O pin total | 114 |
| Vias | 37,760 |
| First-pass GRT wire length | 272.5 mm |
| Tool warnings | 26 |
| Clock buffer depth | 3 |
| Switching portion of total power | 0.2577 |
| DIE HEIGHT | 374.9 um |
| Pint | 4.810 mW |
| Mean area per synthesized cell | 12.08 um2 |
| Max Cap Viol | 0 |
| Mapped Cells | 4,604 |
| Final Cell Area | 61,760 um2 |
| Total CTS buffers | 112 |
| Cts hold-fix bufs | 0 |
| Leakage | 23.93 nW |
| Final slew viol count | 0 |
| Finished Layout Cells | 6,458 |
| CTS clk-pin slew, worst paths | 60 ps |
| Cycle use final | 0.6746 |
| Combinational Power Share | 0.120 |
| Power per cell area | 104.9 nW/um2 |
| Setup TNS | 0 ps |
| Floorplan core density | 0.4041 |
| Pwr Total | 6.480 mW |
| Layout cells sized above 1 | 0.08307 |
| # clock sinks | 1,024 |
| Setup WS pre-CTS | 5180 ps |
| Final setup viols | 0 |
| Clk root buf | clkbuf_16 |
| WHS | 3330 ps |
| Max-slew headroom | 0.3821 |
| Max reg flops | 1,024 |
| Top reg by flops | register |
| Total GRT Usage | 0.2915 |
| CP Capture Type | output port |
| Biggest regs | register x1024 |
| PostCTS Resize Cnt | 0 |
| Worst EP required | 12,640 ps |
| CP arrival | 7500 ps |
| Reg area | 30,430 um2 |
| GRT Residual Overflow | 0 |
| RSZ-0062 raised after global routing | no |
| DP HPWL | 107.6 mm |
| Most frequent cells in the layout | mux2i_1, and2_1, edfxtp_1, nand2_1, nand3_1 |
| # rows | 136 |
| VDD IR max | 0.00009723 V |
| I/O Buffers | 113 |
| DP Cell Count | 6,246 |
| # fillers | 12,000 |
| Mapped Area | 55,640 um2 |
| DRT iter0 DRCs | 2,462 |
| Seq pwr share | 0.493 |
| YS warnings | 1 |
| Placed cell area | 58,300 um2 |
| CTS tree | built |
| Type of the worst setup path | in -> out |
| Yosys reg bits | 1,024 |
| # Cells Yosys | 4,604 |
| Vias in the first global route | 37,970 |
| Clk network pwr share | 0.387 |
| Crit path time final | 10,660 ps |
| Critical path's slowest cell | buf_4 |
| Startpoint types | input pin |
| Largest stage delay on the critical path | 730 ps |
| Yosys stat chip area | 55,640 um2 |
| Worst path cell trace | clkdlybuf4s50_1 -> and2_4 -> buf_4 -> buf_4 -> a22o_1 -> nor3_1 -> a31oi_1 -> nand3_1 -> clkdlybuf4s50_1 |
| Max FO, Critical Path | 40 |
| Antenna Nets Post-Route | 0 |
| Gp weighted congestion | 0.8955 |
| Layout area overhead | 11.01% |
| Die width | 374.9 um |
| Worst slew pin tran | 923.9 ps |
| Router iterations before antenna repair | 6 |
| Vias per Instance | 5.846 |
| Chip area | 140,600 um2 |
| Hold Path Class | in -> reg |
| Post-CTS Setup Inserts | 0 |
| Yosys cell types | 30 |
| Core Region | 137,700 um2 |
| Most frequent logic cell in the layout | mux2i_1 |
| Fmax | 93.82 MHz |
| Sw power | 1.670 mW |
| Initial antenna violation count | 9 |
| Seq/Total Area, Yosys | 0.5469 |
| Remaining DRCs | 0 |
| Hold Vio Cnt, Final | 0 |
| Slack of the critical path | 5141 ps |
worst paths after layout:
check | start | to | slack, ps | cells after the start
max | ra2[2] | rd2[16] | 5140 | 9
min | reset | register[5][31] | 3330 | 3
power groups by stage:
stage	registers [mW]	clock network (mW)	logic (mW)
CTS	3.19	2.54	0.772
finish	3.19	2.51	0.779
global route	3.21	2.63	0.822
area by class of cell:
class,instances,share of cell area
Tap cell,1794,0.03634
Multi-Input combinational cell,3166,0.3775
Sequential cell,1024,0.4927
Clock buffer,148,0.04903
Clock inverter,59,0.006746
Antenna cell,5,0.0002026
Timing Repair Buffer,262,0.03752
routing by layer:
metal | up-vias | track usage | routed length, um
met2 | 2240 | 0.4184 | 85920
li1 | 16750 | - | -
met5 | - | 0.03671 | 736
met4 | 18 | 0.09063 | 7185
met1 | 18350 | 0.3662 | 70110
met3 | 404 | 0.1870 | 30040
worst max-delay path, delay by kind of cell:
kind | cells | cell delay [ps]
simple gates | 3 | 960
buf+inv | 4 | 2550
compound gates | 2 | 760
kinds of logic (layout without fill, tap and decap cells):
family | count (synthesis) | after routing | share of synthesized area
simple gates | 1534 | 1534 | 0.1583
buf+inv | 445 | 469 | 0.03994
other cells | 1 | 37 | 0.00006740
flops | 1024 | 1024 | 0.5469
mux | 1024 | 1024 | 0.1842
compound gates | 576 | 576 | 0.07053
cells in the mapped netlist, drive strengths merged:
cell / instances / share of area
mux2i: 1024 / 0.18
and2: 994 / 0.11
edfxtp: 992 / 0.54
clkbuf: 263 / 0.018
nand2: 196 / 0.013
nand3: 194 / 0.018
a21oi: 192 / 0.017
a22oi: 192 / 0.026
buf: 182 / 0.021
a22o: 128 / 0.020
a31oi: 64 / 0.0072
nor3: 64 / 0.0058
nor2: 35 / 0.0039
or2: 33 / 0.0037
dfxtp: 32 / 0.012
nand2b: 5 / 0.00056
nor2b: 5 / 0.00061
nand3b: 4 / 0.00061
or3: 2 / 0.00022
or3b: 2 / 0.00040
conb: 1 / 0.000067
Power figures rest on the tool's default switching activity, not on a simulated workload.
