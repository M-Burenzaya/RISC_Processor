`design/flow/design.v`:
```
`timescale 1ns/1ns
module ram(clk, we, adr, din, dout);
	parameter depth = 128;
	parameter bits = 32;
	parameter width = 32;
	input clk, we;
	input [bits-1:0] adr;
	input [width-1:0] din;
	output [width-1:0] dout;
	reg [width-1:0] Dmem [depth-1:0];
	assign dout = Dmem[adr];
	always @ (posedge clk) begin
		if (we) 
			Dmem[adr] <= din;
		Dmem[0] <= 32'b00000000000000000000000000000011;
	end
endmodule
```
`design/flow/run.sh`:
```
#!/bin/bash
# OpenROAD 26Q1-2900-gdf79404cd8, Yosys 0.63+post, stock flow scripts
make -C /OpenROAD-flow-scripts/flow DESIGN_CONFIG=/design/flow/config.mk WORK_HOME=/design/flow/orfs finish
```
`design/flow/config.mk`:
```
export PLATFORM = sky130hd
export DESIGN_NAME = ram
export DESIGN_NICKNAME = ram
export VERILOG_FILES = /design/flow/design.v
export SDC_FILE = /design/flow/constraint.sdc
export NUM_CORES = 4
export LEC_CHECK = 1
export CORE_UTILIZATION = 40
```
`design/flow/constraint.sdc`:
```
current_design ram

set clk_period 106.2
set clk_io_pct 0.2

create_clock -name clk0 -period $clk_period [get_ports {clk}]

set non_clock_inputs [all_inputs -no_clocks]
set_input_delay [expr $clk_period * $clk_io_pct] -clock clk0 $non_clock_inputs
set_output_delay [expr $clk_period * $clk_io_pct] -clock clk0 [all_outputs]
```
==> changes_impl.md <==
## Implementation

- Worst-path fanout max: 105
- Ys flop type: edfxtp_1
- Initial antenna violation count: 42
- Slowest cell delay on critical path: 0.92 ns
- Final setup violation count: 0
- TNS Setup: 0 ns
- Met1 Use GR: 25.3%
- Worst min-delay path startpoint: din[13]
- Core area: 0.386 mm²
- Yosys stat area: 0.155 mm²
- CP endpoint kind: output port
- Hold Vio Cnt, Final: 0
- GR Util met2: 33.4%
- Post-synth cell types: 44
- Vias/cell: 5.63
- Worst-Margin Slew: 1.16 ns
- OpenROAD warning count: 55
- Critical path startpoint category: input port
- Vias in the first global route: 82600
- Gr busiest metal: met2
- Met3 Use GR: 19.3%
- Layout area overhead: 14.5%
- PostCTS Resize Cnt: 0
- CTS buffer count: 409
- Critical Path AT: 27.20 ns
- DRT iter0 DRCs: 4916
- Io pins: 98
- Root Buffer: clkbuf_16
- Hold Path Stages: 1
- HPWL after DPL: 231000 µm
- Die height: 625 µm
- Type of the worst min-delay path: in2reg
- Period utilization: 45.6%
- Mean post-synth cell area: 21.0 µm²
- CTS clk-pin slew, worst paths: 0.06 ns
- Max-slew headroom: 22.1%
- Hold endpoint: Dmem[80][13]
- Max FFs per register: 4064
- Status: finished clean
- PwrDens: 18.7 mW/mm²
- Xor/xnor share of the synthesized area: 0%
- Warnings, synthesis: 1
- Yosys Instances: 7397
- Max clock buf depth: 4
- Mapped Cells: 7397
- WL/cell: 30.2 µm
- Crit-path slowest cell: nor4_1
- IO buf count: 72
- Post-layout min period: 48.44 ns
- Clk sinks: 4064
- Max IR drop VDD: 0.0150 mV
- Total GRT Usage: 23.0%
- Yosys adder share: 0%
- Mux share of post-synthesis cell area: 14.3%
- Mapped cell area: 0.155 mm²
- FP Util: 40.2%
- CTS Hold Buffers Added: 0
- Synth async-reset ratio: 0%
- Maximum clock frequency: 0.0206 GHz
- Top reg by flops: Dmem
- Leakage Power: 56.1 nW
- Most instantiated logic cells after routing: 4064 x edfxtp_1, 733 x mux2i_1, 626 x mux4_2
- Largest net degree at the start of global routing: 106
- WL final: 406000 µm
- Synth Area in Simple Gates: 2.11%
- Global-route wire length before repair: 579000 µm
- Drc violations: 0
- Placer Congestion: 0.898
- WHS: 20.53 ns
- Global-route congestion overflow total: 0
- Post-synth EDFFs: 4064
- Post-CTS Setup Bufs: 0
- Final antenna-violating net count: 0
- Top logic family: multiplexers
- Critical Path RT: 84.96 ns
- Total number of vias: 75700
- Std-Cell Rows: 228
- CTS tree: yes
- Post-synthesis sequential area ratio: 78.7%
- Power Total: 3.32 mW
- Max-cap violations: 0
- Final Slew Violations: 0
- Share of cells above drive strength 1: 22.8%
- MI comb area: 0.0322 mm²
- Most numerous logic cell after layout: edfxtp_1
- Largest regs: Dmem: 4064 flops
- Number of fill cells: 31400
- Die X: 625 µm
- CP Cell Sequence: buf_16, buf_4, buf_4, buf_4, buf_4, buf_4, mux2i_1, a22oi_1, o211ai_1, nor4_1, or4_1, clkdlybuf4s50_1
- RSZ-0062 raised after global routing: false
- Fin util: 46.0%
- Pre-antenna DRT Iters: 7
- Yosys aoi share: 3.59%
- Most used cell, CP: buf_4
- Post-synth regs: 4064
- Die area: 0.390 mm²
- Number of H-tree levels: 5
- Flop area: 0.122 mm²
- Kind of critical path: in2out
==> power breakdown <==
part | switching (mW) | internal [mW] | leakage, nW
Clock | 0.591 | 0.802 | 6.32
Combinational | 0.106 | 0.0520 | 13.3
Sequential | 0.00126 | 1.77 | 36.5
==> worst max-delay path by stage <==
stage / from / end / slack (ns) / depth (start not counted)
global route: adr[2] / dout[8] / 57.30 / 12
finish: adr[2] / dout[14] / 57.76 / 12
CTS: adr[2] / dout[9] / 57.53 / 13
==> layer usage <==
| metal | share of wire [%] | wire [µm] | vias up |
|---|---|---|---|
| met3 | 19 | 75500 | 714 |
| li1 | - | - | 32000 |
| met2 | 47 | 189000 | 4840 |
| met4 | 4.2 | 17100 | 28 |
| met5 | 0.13 | 541 | - |
| met1 | 30 | 124000 | 38100 |
==> cells in the mapped netlist, drive strengths merged, types with 15 or more instances <==
cell / count / area [µm²]
nor2b: 40 / 250
or4: 25 / 188
mux2i: 733 / 7340
clkbuf: 202 / 758
nand3: 80 / 400
edfxtp: 4064 / 122000
mux4: 626 / 14100
o22ai: 167 / 1040
nand2: 155 / 582
a22o: 15 / 131
mux2: 59 / 664
nand4: 33 / 206
nor3: 65 / 348
buf: 225 / 1290
o211ai: 28 / 210
a22oi: 331 / 2480
nor4: 29 / 188
o221ai: 33 / 289
a211oi: 56 / 420
nor2: 214 / 803
a21oi: 108 / 541
o21ai: 42 / 210
==> critical path, delay by kind of cell <==
| kind | cells | cell delay, ns |
|---|---|---|
| muxes | 1 | 0.15 |
| AOI/OAI and AO/OA | 2 | 0.40 |
| and+or+nand+nor | 2 | 1.25 |
| buffers and inverters | 7 | 3.86 |
==> cell type report <==
| class | count | share of cell area, % |
|---|---|---|
| flip-flops and latches | 4064 | 68.8 |
| multi-input cells | 2903 | 18.1 |
| clock buffers | 495 | 6.04 |
| well taps | 5175 | 3.65 |
| repair buffers | 454 | 2.01 |
| clock inverters | 238 | 1.25 |
| diodes | 111 | 0.157 |
| inverters | 3 | 0.00634 |
==> cell families (layout without fill, tap and decap cells) <==
| family | after synthesis | count (layout) |
|---|---|---|
| flip-flops | 4064 | 4064 |
| multiplexers | 1418 | 1418 |
| AND-OR/OR-AND | 806 | 806 |
| AND/OR/NAND/NOR | 679 | 679 |
| buffers and inverters | 430 | 1190 |
| other | 0 | 111 |
==> per-stage QoR <==
stage                     worst slack (ns)  area, µm²  cells
final                                57.76     177000  13400
after global routing                 57.30     177000  13400
after CTS                            57.53     177000  13300
after detailed placement             57.53     164000  12600
after global placement               57.52     164000  12600
after floorplan                      61.74     155000   7397
Power and IR drop assume default switching activity.
